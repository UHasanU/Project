==> flow/design.v <==
`timescale 1ns / 1ps
module onehz(input clk, reset, output clk1hz);
	reg [26:0] counter;
	always @(posedge clk)
		if (reset || clk1hz)
			counter <= 0;
		else
			counter <= counter + 1;
		assign clk1hz = (counter == 99999999);
endmodule
==> flow/run.sh <==
#!/bin/bash
# OpenROAD 26Q1-2900-gdf79404cd8, Yosys 0.63+post, stock flow scripts
make -C /OpenROAD-flow-scripts/flow DESIGN_CONFIG=/design/flow/config.mk WORK_HOME=/design/flow/orfs finish
==> flow/config.mk <==
export PLATFORM = sky130hd
export DESIGN_NAME = onehz
export DESIGN_NICKNAME = onehz
export VERILOG_FILES = /design/flow/design.v
export SDC_FILE = /design/flow/constraint.sdc
export NUM_CORES = 4
export LEC_CHECK = 1
export CORE_AREA = 10 10 98 98
export DIE_AREA = 0 0 108 108
==> flow/constraint.sdc <==
current_design onehz

set clk_period 5.5
set clk_io_pct 0.2

create_clock -name clk0 -period $clk_period [get_ports {clk}]

set non_clock_inputs [all_inputs -no_clocks]
set_input_delay [expr $clk_period * $clk_io_pct] -clock clk0 $non_clock_inputs
set_output_delay [expr $clk_period * $clk_io_pct] -clock clk0 [all_outputs]
==> results_dict.tcl <==
# collected from the flow reports
set metrics [dict create \
    drc 0 \
    drt_pass1_iterations 4 \
    grt_usage 0.0436 \
    ioPinCount 3 \
    die_h_um 108 \
    netlist.area_leader.share 0.412 \
    htreeDepth 1 \
    place_congestion 0.821 \
    clock_skew_ns 0.00307 \
    power_density_nw_per_um2 215 \
    grt-busiest-layer "met2" \
    tool_warnings 25 \
    largest_reg_flops 27 \
    hold_path.class "reg -> reg" \
    max_freq_mhz 305 \
    synth_cell_types 37 \
    clock.latency.late_pin_ns 0.26 \
    drv_cap 0 \
    setup_violations 0 \
    clockBufferDepth 2 \
    grtUsageMet3 0.00783 \
    global_route.usage.met1 0.0600 \
    period_needed_ns 3.28 \
    regMostFlops "counter" \
    syn-cell-area_sq_um 1310 \
    tns_ns 0 \
    grt_max_degree 21 \
    grt_pass1_vias 999 \
    viasPerCell 4.21 \
    status "finished, final reports clean" \
    clkSinkCount 27 \
    p_leak_nw 0.417 \
    crit_type "reg -> out" \
    avgSynthCellArea_sq_um 8.80 \
    crit_fanout 6 \
    post-route-period-util 0.596 \
    yosysWarnings 1 \
    synth_top_cell_by_area "dfxtp_1" \
    postSynthSeqShare 0.412 \
    peakVddDrop_v 0.0000704 \
    synth_flop_count 27 \
    antenna_found_initial 0 \
    fp.dieW_um 108 \
    final_util 0.192 \
    power.total_mw 0.316 \
    dpl_cell_area_sq_um 1430 \
    coreArea_sq_um 7650 \
    num_rows 32 \
    rsz0062_at_grt "no" \
    top_regs "counter x27" \
    critPathLaunchType "register" \
    maxSlewViolCount 0 \
    nFillCells 836 \
    syn2layout_area_growth_pct 12.2 \
    grt_util_met2 0.0698 \
    die_area_sq_um 11700 \
    maxSlewHeadroom 0.720 \
    drt_iter0_drc 10 \
    yosys_area_sq_um 1310 \
    path_clk_slew_ns 0.09 \
    required_ns 4.40 \
    vias 1062 \
    topCellsByArea "dfxtp_1 41%, xor2_1 5.3%, nor2_1 5.2%, a21oi_1 3.8%, nand4_1 3.8%" \
    syn_inst 149 \
    clock-root-buffer "clkbuf_8" \
    n_antenna_cell 0 \
    grt_overflow 0 \
    grt_pass1_wl_um 4420 \
    dpl.cell_count 248 \
    ys_cells 149 \
    fp_util 0.171 \
    cts_tree "built" \
    comb_area_sq_um 723 \
    regArea_sq_um 541 \
    stdcell_count 252 \
    drive_gt1_frac 0.0867 \
    avgRoutedWirePerCell_um 9.81 \
    hold_buffers 0 \
    hpwl_um 1710 \
    end_kind "primary output" \
    cts_buffers 3 \
    worstMarginPinSlew_ns 0.419 \
    routed_wl_um 2470 \
    post-cts-setup-buffer-count 0 \
    cts_resized 0 \
    ant_nets 0 \
    cp_data_arrival_time_ns 2.18 \
    io_buffers 2 \
    finalHoldViolations 0 \
    design_area_sq_um 1470 \
]
[path summary, 6_finish.rpt]
kind	cells past startpoint	slack [ns]	end	startpoint
worst min register to register	1	0.48	counter[24]	counter[24]
worst max register to register	6	3.38	counter[2]	counter[0]
worst max-delay path	5	2.22	clk1hz	counter[0]
worst min-delay path	1	0.48	counter[24]	counter[24]
[area by class of cell]
cell class                 count  share of cell area
tap                          102              0.0867
timing repair buffer           3              0.0187
inverter                       2             0.00510
multi-input combinational    114               0.491
clock buffer                   4              0.0306
sequential                    27               0.367
[metrics by stage]
stage | worst slack (ns) | hold WS [ns]
after CTS | 2.20 | 0.488
final | 2.22 | 0.480
after global placement | 2.57 | 0.456
after detailed placement | 2.51 | 0.472
after global routing | 2.09 | 0.523
after floorplan | 3.15 | 0.434
[power breakdown]
part / switching [mW] / internal (mW)
logic: 0.00485 / 0.00319
registers: 0.00266 / 0.197
clock network: 0.0568 / 0.0518
[kinds of logic (layout without fill, tap and decap cells)]
group | Yosys count | count (layout) | share of synthesized area
AND-OR/OR-AND | 28 | 28 | 0.140
flip-flops | 27 | 27 | 0.412
AND/OR/NAND/NOR | 73 | 73 | 0.322
XOR/XNOR | 12 | 12 | 0.0802
adder cells (fa/ha/maj) | 1 | 1 | 0.00954
buffers and inverters | 8 | 9 | 0.0363
[worst max-delay path: stages (launching register included)]
cell and delay (ns):
dfxtp_1 0.43, ha_1 0.25, nand4_1 0.17, or4_4 0.47, nor2_1 0.12, clkdlybuf4s50_1 0.47
[routing by layer]
metal | routed length, um | part of all wire
met5 | 0 | 0
met4 | 42 | 0.017
met3 | 71 | 0.029
met2 | 1100 | 0.44
met1 | 1260 | 0.51
[placed cells by master (no fill, tap or decap), drive strengths merged, types with 4 or more instances in the layout]
cell	instances
xnor2	4
o21ai	5
nor2	18
nand3	9
xor2	8
nand4	8
or4	7
clkbuf	4
and3	5
or3	5
nand2	10
a21oi	11
and4	4
o31ai	6
dfxtp	27
[Yosys cell counts (all sizes together)]
library cell / n
nor4: 2
o31ai: 6
ha: 1
buf: 5
nand4: 8
or3: 5
inv: 2
a41oi: 1
o221ai: 1
nand2: 10
nor4bb: 1
nor2: 18
xnor2: 4
nand3: 9
a311oi: 1
dfxtp: 27
and4: 4
nor3: 1
clkbuf: 1
nor4b: 1
xor2: 8
o41ai: 2
a21oi: 11
o21bai: 1
and3: 5
or4: 7
nand4bb: 1
nor2b: 1
o21ai: 5
