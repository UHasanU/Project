File: /design/flow/run.sh
#!/bin/bash
# OpenROAD 26Q1-2900-gdf79404cd8, Yosys 0.63+post, stock flow scripts
make -C /OpenROAD-flow-scripts/flow DESIGN_CONFIG=/design/flow/config.mk WORK_HOME=/design/flow/orfs finish
File: /design/flow/config.mk
export PLATFORM = sky130hd
export DESIGN_NAME = sub_a
export DESIGN_NICKNAME = sub_a
export VERILOG_FILES = /design/flow/design.v
export SDC_FILE = /design/flow/constraint.sdc
export NUM_CORES = 4
export LEC_CHECK = 1
export CORE_AREA = 10 10 100 100
export DIE_AREA = 0 0 110 110
export SYNTH_HDL_FRONTEND = slang
File: /design/flow/constraint.sdc
current_design sub_a

set clk_period 1.3
set clk_io_pct 0.2

create_clock -name clk0 -period $clk_period [get_ports {Clock}]

set non_clock_inputs [all_inputs -no_clocks]
set_input_delay [expr $clk_period * $clk_io_pct] -clock clk0 $non_clock_inputs
set_output_delay [expr $clk_period * $clk_io_pct] -clock clk0 [all_outputs]
File: /design/flow/design.v
module sub_a (Clock, Enable, Fill_En_A, New_Fill_A, delayA0);
parameter cycleA0=26;
parameter cycleA3=4;
parameter width=1;
input Clock;
input Enable;
input Fill_En_A;
input New_Fill_A;
output [0:width-1] delayA0;
wire [0:width-1] Data_In_A;
wire [0:width-1] delayA3;
reg [0:width-1] shiftA0 [cycleA0-1:0];
reg [0:width-1] shiftA3 [cycleA3-1:0];
integer i,j;
assign Data_In_A = Fill_En_A ? New_Fill_A : (delayA3 ^ delayA0);
assign delayA0 = shiftA0[cycleA0-1];
assign delayA3 = shiftA3[cycleA3-1];
initial 
   for (i=0; i<cycleA0; i=i+1)
      shiftA0[i] = 1'b0;
initial 
   for (i=0; i<cycleA3; i=i+1)
      shiftA3[i] = 1'b0;		
always @ (posedge Clock)begin  
	if (Enable == 1) begin    
		for (i=cycleA0-1; i>0; i=i-1)      
			shiftA0[i] = shiftA0 [i-1];      
			shiftA0[0] = Data_In_A;    
		for (j=cycleA3-1; j>0; j=j-1)      
			shiftA3[j] = shiftA3 [j-1];  	   
			shiftA3[0] = Data_In_A;  
	end
end
endmodule
==> node_exporter_impl.prom <==
# HELP chip_impl_metric Implementation results
# TYPE chip_impl_metric gauge
chip_impl_metric{name="post-route-drc-count",unit=""} 0
chip_impl_metric{name="timing.max_cap.violations",unit=""} 0
chip_impl_info{name="setup_repair_after_global_routing_missed_its_margin",value="no"} 1
chip_impl_metric{name="switching_power",unit="mW"} 0.238
chip_impl_metric{name="setup_viol_count_final",unit=""} 0
chip_impl_metric{name="gr-usage-all-layers",unit="%"} 1.50
chip_impl_info{name="crit_start",value="delayA0"} 1
chip_impl_metric{name="fp-row-count",unit=""} 32
chip_impl_metric{name="layout-drive-gt1-share",unit="%"} 12.8
chip_impl_metric{name="ant_nets",unit=""} 0
chip_impl_info{name="cp-end-kind",value="primary output"} 1
chip_impl_metric{name="dp.final_hpwl",unit="um"} 475
chip_impl_info{name="r2r_start",value="delayA0"} 1
chip_impl_metric{name="pin_slew_with_the_least_headroom_to_its_limit",unit="ns"} 0.179
chip_impl_info{name="mostFrequentLayoutCell",value="sky130_fd_sc_hd__edfxtp_1"} 1
chip_impl_info{name="outcome",value="completed"} 1
chip_impl_metric{name="worst_slew_margin_rel",unit="%"} 88.0
chip_impl_metric{name="timing.final.crit_share",unit="%"} 89.4
chip_impl_metric{name="worst_ir_drop_vdd",unit="V"} 0.000425
chip_impl_metric{name="min_period",unit="ns"} 1.16
chip_impl_metric{name="finish.cell_count_without_fillers",unit=""} 141
chip_impl_info{name="worstHoldPathType",value="reg -> reg"} 1
chip_impl_metric{name="fin_total_pwr",unit="mW"} 1.44
chip_impl_metric{name="routedWlPerCell",unit="um"} 6.02
chip_impl_metric{name="worstSkewPairLatency",unit="ns"} 0.25
chip_impl_metric{name="hold-worst-slack",unit="ns"} 0.423
chip_impl_metric{name="yosys-stat-area",unit="um^2"} 798
chip_impl_metric{name="grt.overflow.total",unit=""} 0
chip_impl_metric{name="p_int",unit="mW"} 1.21
chip_impl_metric{name="numClockSinks",unit=""} 26
chip_impl_metric{name="warning_count",unit=""} 25
chip_impl_metric{name="final_std_cell_area_no_fill",unit="um^2"} 1040
chip_impl_info{name="critical-path-slowest-cell",value="sky130_fd_sc_hd__edfxtp_1"} 1
chip_impl_metric{name="crit_buf_inv",unit=""} 1
chip_impl_metric{name="antennaDiodeCount",unit=""} 0
chip_impl_metric{name="io_buffer_count",unit=""} 4
chip_impl_metric{name="synth_warnings",unit=""} 0
chip_impl_metric{name="routed-via-count",unit=""} 288
chip_impl_metric{name="grt_antenna_before_repair",unit=""} 0
chip_impl_metric{name="timing.final.ws_setup",unit="ns"} 0.138
chip_impl_metric{name="placedCellCount",unit=""} 136
chip_impl_info{name="setup.worst_path.class",value="reg -> out"} 1
chip_impl_metric{name="slowest_delay",unit="ns"} 0.39
chip_impl_metric{name="first_global_vias",unit=""} 285
chip_impl_metric{name="pwrdens",unit="nW/um^2"} 1390
chip_impl_metric{name="global_route_wire_length_before_repair",unit="um"} 1390
chip_impl_metric{name="setup_total_negative_slack",unit="ns"} 0
chip_impl_info{name="startpoint_type",value="flop"} 1
chip_impl_metric{name="netlist_instances",unit=""} 29
chip_impl_metric{name="synth.yosys.seq_area_share",unit="%"} 97.8
chip_impl_metric{name="detail_route.first_pass.iterations",unit=""} 2
chip_impl_metric{name="h-tree-depth",unit=""} 1
chip_impl_metric{name="share_of_total_power_consumed_by_net_switching",unit="%"} 16.5
chip_impl_metric{name="synth_area",unit="um^2"} 798
chip_impl_metric{name="placement_stage_cell_area",unit="um^2"} 986
chip_impl_metric{name="synth.avg_cell_area",unit="um^2"} 27.5
chip_impl_metric{name="cp.required",unit="ns"} 1.04
chip_impl_metric{name="final-hold-violation-count",unit=""} 0
chip_impl_metric{name="ios",unit=""} 5
chip_impl_metric{name="chip_area",unit="um^2"} 12100
chip_impl_metric{name="finClkSkew",unit="ns"} 0.000685
chip_impl_metric{name="detailedRoute.firstIterationViolations",unit=""} 2
chip_impl_metric{name="max-clock-path-buffers",unit=""} 2
chip_impl_metric{name="post_route_wl",unit="um"} 849
chip_impl_metric{name="preCtsSetupSlack",unit="ns"} 0.0285
chip_impl_metric{name="grt_start_max_net_pins",unit=""} 27
chip_impl_metric{name="clock_slew_seen_by_the_registers_of_the_worst_setup_and_hold_paths",unit="ns"} 0.07
chip_impl_metric{name="max_freq",unit="MHz"} 860
chip_impl_metric{name="fin_util",unit="%"} 13.3
chip_impl_metric{name="cellLeakagePower",unit="nW"} 0.315
chip_impl_metric{name="routed_via_density",unit=""} 2.04
chip_impl_info{name="layout_top_cells",value="sky130_fd_sc_hd__edfxtp_1, sky130_fd_sc_hd__clkbuf_8, sky130_fd_sc_hd__clkdlybuf4s50_1"} 1
chip_impl_metric{name="synth.yosys.num_cells",unit=""} 29
chip_impl_metric{name="final-max-slew-violation-count",unit=""} 0
chip_impl_metric{name="cts_inserted_buffers",unit=""} 3
chip_impl_metric{name="power.share.clock",unit="%"} 28.8
chip_impl_metric{name="die_h",unit="um"} 110
chip_impl_metric{name="critPathMaxFanout",unit=""} 2
chip_impl_info{name="clockRootBuffer",value="sky130_fd_sc_hd__clkbuf_8"} 1
chip_impl_metric{name="core_region_area",unit="um^2"} 7810
chip_impl_metric{name="netlist-cell-type-count",unit=""} 4
chip_impl_metric{name="postSynthRegisterBits",unit=""} 26
chip_impl_info{name="critical_path.cell_chain",value="dlygate4sd2_1"} 1
chip_impl_info{name="tritoncts",value="done"} 1
chip_impl_metric{name="combinationalPowerShare",unit="%"} 2.8
chip_impl_metric{name="floorplan_core_density",unit="%"} 10.2
chip_impl_info{name="hold_path.startpoint",value="shiftA0[15]"} 1
chip_impl_metric{name="globalplace.congestion",unit=""} 0.762
chip_impl_metric{name="crit_arrival",unit="ns"} 0.90
chip_impl_metric{name="die_w",unit="um"} 110
chip_impl_metric{name="seq_power_share",unit="%"} 68.4
chip_impl_metric{name="areaGrowthSynthToFinish",unit="%"} 29.9
chip_impl_info{name="timing.critical_path.max_delay_family",value="flip-flops"} 1
-- path summary, 6_finish.rpt --
check / endpoint / slack, ns / depth (start not counted)
setup / recovery: delayA0 / 0.14 / 1
hold / removal: shiftA0[16] / 0.42 / 0
setup reg to reg: shiftA3[0] / 0.25 / 3
hold reg to reg: shiftA0[16] / 0.42 / 0
-- power by group through the flow --
stage | clock (mW) | combinational, mW | sequential [mW]
CTS | 0.431 | 0.0412 | 0.990
global route | 0.490 | 0.0442 | 0.994
finish | 0.416 | 0.0404 | 0.989
-- kinds of logic after synthesis --
| kind of cell | after synthesis | share of synthesized area [%] |
|---|---|---|
| flops | 26 | 97.8 |
| simple gates | 1 | 0.470 |
| compound gates | 1 | 0.626 |
| xor+xnor | 1 | 1.10 |
-- synthesized netlist by cell type (all sizes together) --
cell type	count	share of area, %
xnor2	1	1.1
edfxtp	26	98
o21ai	1	0.63
nand2	1	0.47
-- sequential cells by signal (all words and copies together), names as in the netlist --
register / flops
delayA0: 1
shiftA0: 23
shiftA3: 2
-- layer usage --
layer | track usage [%] | share of wire (%) | wire length, um | vias up
met4 | 0.465 | 3.2 | 27 | 0
met5 | 0 | 0 | 0 | -
met1 | 2.02 | 45 | 380 | 137
met2 | 1.65 | 38 | 323 | 15
li1 | - | - | - | 134
met3 | 1.35 | 14 | 118 | 2
-- final cells by class --
class	instances	area [um^2]
fillers	861	6770
well taps	102	128
clock inverters	1	3.75
repair buffers	6	66.3
clock buffers	3	41.3
multi-input cells	3	17.5
flip-flops and latches	26	781
-- timing repair --
item                       4_1_cts  5_1_grt
resized                          1        0
setup buffers                    1        0
setup endpoints to repair        1        0
hold buffers                     0        0
Power figures rest on the tool's default switching activity, not on a simulated workload.
