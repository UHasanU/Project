--- design/flow/design.v ---
module sub_b (Clock, Enable, Fill_En_B, New_Fill_B, delayB0 );
parameter cycleB0=26;
parameter cycleB20=21;
parameter width=1;
input Clock;
input Enable;
input Fill_En_B;
input New_Fill_B;
output [0:width-1] delayB0;
wire [0:width-1] Data_In_B;
wire [0:width-1] delayB20;
wire [0:width-1] delayB0;
reg [0:width-1] shiftB0 [cycleB0-1:0];
reg [0:width-1] shiftB20 [cycleB20-1:0];
integer i,j;
integer k,l;
assign Data_In_B = Fill_En_B ? New_Fill_B : (delayB20 ^ delayB0);
initial 
   for (i=0; i<cycleB0; i=i+1)
      shiftB0[i] = 1'b0;
initial 
   for (j=0; j<cycleB20; j=j+1)
      shiftB20[j] = 1'b0;
always @ (posedge Clock)begin  
	if (Enable == 1) begin    
		for (k=cycleB0-1; k>0; k=k-1)
	      	shiftB0[k] = shiftB0 [k-1];      
			shiftB0[0] = Data_In_B;	
		for (l=cycleB20-1; l>0; l=l-1)      
			shiftB20[l] = shiftB20 [l-1];  	   
			shiftB20[0] = Data_In_B;  
	end
end
assign delayB20 = shiftB20[cycleB20-1];
assign delayB0 = shiftB0[cycleB0-1];
endmodule
--- design/flow/run.sh ---
#!/bin/bash
# OpenROAD 26Q1-2900-gdf79404cd8, Yosys 0.63+post, stock flow scripts
make -C /OpenROAD-flow-scripts/flow DESIGN_CONFIG=/design/flow/config.mk WORK_HOME=/design/flow/orfs finish
--- design/flow/config.mk ---
export PLATFORM = sky130hd
export DESIGN_NAME = sub_b
export DESIGN_NICKNAME = sub_b
export VERILOG_FILES = /design/flow/design.v
export SDC_FILE = /design/flow/constraint.sdc
export NUM_CORES = 4
export LEC_CHECK = 1
export CORE_AREA = 10 10 100 100
export DIE_AREA = 0 0 110 110
--- design/flow/constraint.sdc ---
current_design sub_b

set clk_period 1.7
set clk_io_pct 0.2

create_clock -name clk0 -period $clk_period [get_ports {Clock}]

set non_clock_inputs [all_inputs -no_clocks]
set_input_delay [expr $clk_period * $clk_io_pct] -clock clk0 $non_clock_inputs
set_output_delay [expr $clk_period * $clk_io_pct] -clock clk0 [all_outputs]
==> impl_metrics.ini <==
; generated from flow reports
[run_status]
outcome = finished clean

[power]
max-vdd-ir-drop_mv = 0.817
cellPowerDensity_mw_per_mm2 = 1200
leakage_nw = 0.321

[run]
tool_warnings = 25
maxCapViolations = 0

[global_routing]
grt_pass1_vias = 283
grt_first_pass_wirelength_um = 1450
track_usage = 0.0154
grt_max_degree = 27
antenna_found_initial = 0
global_route.overflow_total = 0

[detailed_routing]
ant_nets = 0
dr.pass1.iters = 2
routed_wl_um = 855
routedWlPerCell_um = 6.11
via_per_inst = 2.01
antennaDiodeCount = 0
remaining_drc_errors = 0
vias = 281
drt_iter0_markers = 17

[place]
finalWeightedCongestion = 0.772
io_buffers = 4
dp.cells = 136
dp_hpwl_um = 517

[hold_path]
hold_path.class = reg -> reg
min_from = shiftB0[24]$_DFFE_PP_

[critical_path]
crit_required_ps = 1360
max_stage_delay_ps = 490
cp_cell_sequence = clkdlybuf4s50_1
critPathKind = reg -> out
arrival_ps = 1130
cp-start-kind = register
r2r-start = shiftB0[25]$_DFFE_PP_
critPathBufInv = 1
crit_family = buffers and inverters
worst_path_max_delay_cell = clkdlybuf4s50_1
cp_max_fo = 2
worst_setup_path_end_kind = output pin
crit_path_start = shiftB0[25]$_DFFE_PP_

[final_layout]
drive_above_1_share = 0.132
areaGrowthSynthToFinish_pct = 32.4
instances_no_fill = 140
largest_reg_flops = 26

[synth]
synthXorXnorAreaFrac = 0.0110
avgSynthCellArea_um2 = 27.5
synth_seq_share = 0.978
ys_cells = 29
top_logic_kind = XOR/XNOR gates
ys_ff = 26
ys_area_um2 = 798
postSynthCellCount = 29
ys_sh_mux = 0
syn_area_um2 = 798
aoi_share = 0.00627
simple_gate_area_frac = 0.00470
synth_cell_types = 4
fa_ha_area_frac = 0
ys_warn_count = 3

[clock_tree]
cts_sinks = 26
ctsRootBufferMaster = clkbuf_8
cts_tree = done
cts_buffers = 3
post_cts_buffers = 0
cts_buffer_depth = 2
clk-insertion-delay-late_ps = 250
hold_buffers = 0
cts_resized = 0
path_clk_slew_ps = 80
htree_levels = 1

[timing]
rsz0062_at_grt = no
max_slew_margin = 0.846
hold_violations = 0
setup_violations = 0
finalMaxSlewViolations = 0
tns_ps = 0
tightestPinTransition_ps = 229
fmaxAchievable_ghz = 0.681
finalCriticalPeriod_ps = 1470
finalClockPeriodUsage = 0.863
clock-skew-final_ps = 1.64

[floorplan]
io_pins = 5
rows = 32
chipHeight_um = 110
die_w_um = 110
die_area_mm2 = 0.0121
fp_util = 0.102
coreArea_mm2 = 0.00781
## logic make-up after synthesis
| family | count (synthesis) |
|---|---|
| DFF | 26 |
| and+or+nand+nor | 1 |
| xor gates and xnor gates | 1 |
| AOI/OAI and AO/OA | 1 |
## final timing paths
path | cells past startpoint | slack, ps | end
min | 0 | 420 | shiftB0[25]$_DFFE_PP_
max reg2reg | 2 | 700 | shiftB0[0]$_DFFE_PP_
min reg2reg | 0 | 420 | shiftB0[25]$_DFFE_PP_
max | 1 | 230 | delayB0[0]
## cell usage in the layout, fill, tap and decap left out, drive strengths merged
cell           count
clkbuf             3
xnor2              1
bufinv             1
o21ai              1
edfxtp            26
nand2              1
buf                1
clkdlybuf4s50      4
## routing by layer
layer,share of wire,track usage
met1,0.58,0.0225
met2,0.34,0.0182
met3,0.071,0.0106
met4,0.011,0.00279
met5,0,0
## where the power goes
| part | total (mW) | internal (mW) | switching, mW |
|---|---|---|---|
| combinational | 0.0299 | 0.0150 | 0.0149 |
| sequential | 0.757 | 0.746 | 0.0107 |
| clock | 0.479 | 0.314 | 0.165 |
## through the flow
step,power (mW),hold WS (ps),worst slack [ps],util,instance area [um^2]
floorplan,0.770,400,877,-,798
global placement,0.800,407,367,0.126,986
detailed placement,0.801,405,351,0.126,986
CTS,1.28,425,188,0.135,1060
global route,1.32,436,129,0.135,1060
finish,1.27,424,233,0.135,1060
## Yosys cell counts, drive strengths merged
cell | n | area (um^2)
o21ai | 1 | 5.00
xnor2 | 1 | 8.76
edfxtp | 26 | 781
nand2 | 1 | 3.75
## layout make-up
cell class | instances | area [um^2]
clock buffers | 3 | 41.3
clock inverters | 1 | 30.0
fillers | 860 | 6750
multi-input cells | 3 | 17.5
flip-flops and latches | 26 | 781
well taps | 102 | 128
repair buffers | 5 | 60.1
No activity file was given, so power comes from the tool's default toggle rates.
